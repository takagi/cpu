===== /design/flow/run.sh =====
#!/bin/bash
# OpenROAD 26Q1-2900-gdf79404cd8, Yosys 0.63+post, stock flow scripts
make -C /OpenROAD-flow-scripts/flow DESIGN_CONFIG=/design/flow/config.mk WORK_HOME=/design/flow/orfs finish

===== /design/flow/config.mk =====
export PLATFORM = sky130hd
export DESIGN_NAME = cpu
export DESIGN_NICKNAME = cpu
export VERILOG_FILES = /design/flow/design.v
export SDC_FILE = /design/flow/constraint.sdc
export NUM_CORES = 4
export LEC_CHECK = 1
export CORE_UTILIZATION = 40
export SYNTH_MEMORY_MAX_BITS = 65536

===== /design/flow/constraint.sdc =====
current_design cpu

set clk_period 21.9
set clk_io_pct 0.2

create_clock -name clk0 -period $clk_period [get_ports {clk}]

set non_clock_inputs [all_inputs -no_clocks]
set_input_delay [expr $clk_period * $clk_io_pct] -clock clk0 $non_clock_inputs
set_output_delay [expr $clk_period * $clk_io_pct] -clock clk0 [all_outputs]

===== /design/flow/design.v =====
module cpu ( clk, nreset, o_seg7_0, o_seg7_1, o_seg7_2, o_seg7_3, o_seg7_4, o_seg7_5 );
   input clk, nreset;
   output [6:0] o_seg7_0, o_seg7_1, o_seg7_2, o_seg7_3, o_seg7_4, o_seg7_5;
   reg [7:0] pc, pc1;
   reg       flag_eq, flag_eq1;
   reg [14:0] inst;
   wire [3:0] op = inst[14:11];
   wire [2:0] reg_a = inst[10:8];
   wire [2:0] reg_b = inst[7:5];
   wire [7:0] reg_data = inst[7:0];
   wire [7:0] reg_addr = inst[7:0];
   reg [15:0] _reg [7:0];
   reg [2:0]  reg_idx;
   reg [15:0] reg_in;
   reg        reg_we;
   wire [15:0] reg0 = _reg[0];
   wire [15:0] reg1 = _reg[1];
   wire [15:0] reg2 = _reg[2];
   wire [15:0] reg3 = _reg[3];
   wire [15:0] reg4 = _reg[4];
   wire [15:0] reg5 = _reg[5];
   wire [15:0] reg6 = _reg[6];
   wire [15:0] reg7 = _reg[7];
   reg [14:0] rom [255:0];
   reg [15:0] ram [255:0];
   reg [7:0]  ram_addr;
   reg [15:0] ram_in;
   reg        ram_we;
   always @*
     inst <= rom[pc];
   always @*
     case (op)
       4'b0000: begin            
          pc1 <= pc + 1;
          flag_eq1 <= flag_eq;
          reg_we <= 1'b1;
          reg_idx <= reg_a;
          reg_in <= _reg[reg_b];
          ram_we <= 1'b0;
       end
       4'b0001: begin            
          pc1 <= pc + 1;
          flag_eq1 <= flag_eq;
          reg_we <= 1'b1;
          reg_idx <= reg_a;
          reg_in <= _reg[reg_a] + _reg[reg_b];
          ram_we <= 1'b0;
       end
       4'b0010: begin            
          pc1 <= pc + 1;
          flag_eq1 <= flag_eq;
          reg_we <= 1'b1;
          reg_idx <= reg_a;
          reg_in <= _reg[reg_a] - _reg[reg_b];
          ram_we <= 1'b0;
       end
       4'b0011: begin            
          pc1 <= pc + 1;
          flag_eq1 <= flag_eq;
          reg_we <= 1'b1;
          reg_idx <= reg_a;
          reg_in <= _reg[reg_a] & _reg[reg_b];
          ram_we <= 1'b0;
       end
       4'b0100: begin            
          pc1 <= pc + 1;
          flag_eq1 <= flag_eq;
          reg_we <= 1'b1;
          reg_idx <= reg_a;
          reg_in <= _reg[reg_a] | _reg[reg_b];
          ram_we <= 1'b0;
       end
       4'b0101: begin            
          pc1 <= pc + 1;
          flag_eq1 <= flag_eq;
          reg_we <= 1'b1;
          reg_idx <= reg_a;
          reg_in <= _reg[reg_a] << 1;
          ram_we <= 1'b0;
       end
       4'b0110: begin            
          pc1 <= pc + 1;
          flag_eq1 <= flag_eq;
          reg_we <= 1'b1;
          reg_idx <= reg_a;
          reg_in <= { 1'b0, _reg[reg_a][15:1] };
          ram_we <= 1'b0;
       end
       4'b0111: begin            
          pc1 <= pc + 1;
          flag_eq1 <= flag_eq;
          reg_we <= 1'b1;
          reg_idx <= reg_a;
          reg_in <= { _reg[reg_a][15], _reg[reg_a][15:1] };
          ram_we <= 1'b0;
       end
       4'b1000: begin            
          pc1 <= pc + 1;
          flag_eq1 <= flag_eq;
          reg_we <= 1'b1;
          reg_idx <= reg_a;
          reg_in <= (_reg[reg_a] & 16'hff00) | { 8'h00, reg_data };
          ram_we <= 1'b0;
       end
       4'b1001: begin            
          pc1 <= pc + 1;
          flag_eq1 <= flag_eq;
          reg_we <= 1'b1;
          reg_idx <= reg_a;
          reg_in <= (_reg[reg_a] & 16'h00ff) | { reg_data, 8'h00 };
          ram_we <= 1'b0;
       end
       4'b1010: begin            
          pc1 <= pc + 1;
          flag_eq1 <= (_reg[reg_a] == _reg[reg_b]);
          reg_we <= 1'b0;
          ram_we <= 1'b0;
       end
       4'b1011: begin            
          pc1 <= flag_eq ? reg_addr : pc + 1;
          flag_eq1 <= flag_eq;
          reg_we <= 1'b0;
          ram_we <= 1'b0;
       end
       4'b1100: begin            
          pc1 <= reg_addr;
          flag_eq1 <= flag_eq;
          reg_we <= 1'b0;
          ram_we <= 1'b0;
       end
       4'b1101: begin            
          pc1 <= pc + 1;
          flag_eq1 <= flag_eq;
          reg_we <= 1'b1;
          reg_idx <= reg_a;
          reg_in <= ram[reg_addr];
          ram_we <= 1'b0;
       end
       4'b1110: begin            
          pc1 <= pc + 1;
          flag_eq1 <= flag_eq;
          reg_we <= 1'b0;
          ram_we <= 1'b1;
          ram_addr <= reg_addr;
          ram_in <= _reg[reg_a];
       end
       4'b1111: begin            
          pc1 <= pc;
          flag_eq1 <= flag_eq;
          reg_we <= 1'b0;
          ram_we <= 1'b0;
       end
       default: begin
          pc1 <= 16'hxxxx;
          flag_eq1 <= 1'bx;
          reg_we <= 1'bx;
          ram_we <= 1'bx;
       end
     endcase
   integer i;
   always @(posedge clk)
     if (nreset) begin
        pc <= pc1;
        flag_eq <= flag_eq1;
        if (reg_we)
          _reg[reg_idx] <= reg_in;
        if (ram_we)
          ram[ram_addr] <= ram_in;
     end
     else begin                  
        pc <= 0;
        flag_eq <= 0;
        for ( i=0; i<8; i=i+1 )
          _reg[i] <= 0;
        rom[0] <= 15'b100000000000001;    
        rom[1] <= 15'b100000100000010;    
        rom[2] <= 15'b000000000100000;    
        rom[3] <= 15'b100000000000001;    
        rom[4] <= 15'b100000100000010;    
        rom[5] <= 15'b000100000100000;    
        rom[6] <= 15'b100000000000010;    
        rom[7] <= 15'b100000100000001;    
        rom[8] <= 15'b001000000100000;    
        rom[9] <= 15'b100000000000011;    
        rom[10] <= 15'b100000100000001;   
        rom[11] <= 15'b001100000100000;   
        rom[12] <= 15'b100000000000001;   
        rom[13] <= 15'b100000100000010;   
        rom[14] <= 15'b010000000100000;   
        rom[15] <= 15'b100000000000001;   
        rom[16] <= 15'b010100000000000;   
        rom[17] <= 15'b100000011111111;   
        rom[18] <= 15'b100100011111111;   
        rom[19] <= 15'b011000000000000;   
        rom[20] <= 15'b100000011111111;   
        rom[21] <= 15'b100100010000000;   
        rom[22] <= 15'b011100000000000;   
        rom[23] <= 15'b100000011111111;   
        rom[24] <= 15'b100100000000000;   
        rom[25] <= 15'b011100000000000;   
        rom[26] <= 15'b100000000000001;   
        rom[27] <= 15'b100000100000001;   
        rom[28] <= 15'b101000000100000;   
        rom[29] <= 15'b100000000000001;   
        rom[30] <= 15'b100000100000010;   
        rom[31] <= 15'b101000000100000;   
        rom[32] <= 15'b100000000000001;   
        rom[33] <= 15'b100000100000001;   
        rom[34] <= 15'b101000000100000;   
        rom[35] <= 15'b101100000100101;   
        rom[36] <= 15'b000000000000000;   
        rom[37] <= 15'b100000000000001;   
        rom[38] <= 15'b100000100000010;   
        rom[39] <= 15'b101000000100000;   
        rom[40] <= 15'b101100000000000;   
        rom[41] <= 15'b110000000101011;   
        rom[42] <= 15'b000000000000000;   
        rom[43] <= 15'b100000000000001;   
        rom[44] <= 15'b100000100000000;   
        rom[45] <= 15'b111000000000000;   
        rom[46] <= 15'b110100100000000;   
        rom[47] <= 15'b100000000000001;   
        rom[48] <= 15'b111000011110000;   
        rom[49] <= 15'b100000000000010;   
        rom[50] <= 15'b111000011110001;   
        rom[51] <= 15'b100000000000011;   
        rom[52] <= 15'b111000011110010;   
        rom[53] <= 15'b100000000000100;   
        rom[54] <= 15'b111000011110011;   
        rom[55] <= 15'b100000000000101;   
        rom[56] <= 15'b111000011110100;   
        rom[57] <= 15'b100000000000110;   
        rom[58] <= 15'b111000011110101;   
        rom[59] <= 15'b111100000000000;   
        for ( i=60; i<256; i=i+1 )
          rom[i] <= 0;
        for ( i=0; i<256; i=i+1 )
          ram[i] <= 0;
     end
   seg7 seg7_0 ( ram[8'hf0], o_seg7_0 );
   seg7 seg7_1 ( ram[8'hf1], o_seg7_1 );
   seg7 seg7_2 ( ram[8'hf2], o_seg7_2 );
   seg7 seg7_3 ( ram[8'hf3], o_seg7_3 );
   seg7 seg7_4 ( ram[8'hf4], o_seg7_4 );
   seg7 seg7_5 ( ram[8'hf5], o_seg7_5 );
endmodule
module seg7 ( in, out );
   input [15:0] in;
   output [6:0] out;
   assign out = in == 16'h0000 ? 7'b1000000
              : in == 16'h0001 ? 7'b1111001
              : in == 16'h0002 ? 7'b0100100
              : in == 16'h0003 ? 7'b0110000
              : in == 16'h0004 ? 7'b0011001
              : in == 16'h0005 ? 7'b0010010
              : in == 16'h0006 ? 7'b0000010
              : in == 16'h0007 ? 7'b1111000
              : in == 16'h0008 ? 7'b0000000
              : in == 16'h0009 ? 7'b0011000
              : in == 16'h000a ? 7'b0001000
              : in == 16'h000b ? 7'b0000011
              : in == 16'h000c ? 7'b1000110
              : in == 16'h000d ? 7'b0100001
              : in == 16'h000e ? 7'b0000110
              : in == 16'h000f ? 7'b0001110
              : 7'b1111111;
endmodule  

==> results_slide.txt <==
Run Summary

Run status
  – Outcome: completed

Setup path
  – Chain of cells forming the critical path: nor4_1, and3_1, o221ai_1, clkdlybuf4s50_1
  – Number of cells on the worst reg-to-reg path: 18
  – Register-to-register setup slack: about 16000 ps
  – Maximum single-stage delay on the critical path: about 470 ps
  – Worst path arrival time: between 2000 and 3000 ps
  – Worst setup path category: reg2out
  – Reg-to-reg critical path endpoint: flag_eq$_SDFFE_PN0N_
  – Reg2reg start: pc[0]$_SDFFE_PN0N_
  – Critical-path top delay cell: sky130_fd_sc_hd__clkdlybuf4s50_1
  – Required time of the critical path: between 15000 and 20000 ps
  – Kind of end point of the critical path: output pin
  – CP Max Fanout: 7
  – Element type at the critical path start: register

Detailed routing
  – DR iter-0 viols: between 2000 and 2500
  – Average wire length per cell after detail routing: 19.67 um
  – DRT Wirelength: roughly 88 mm
  – Drc violations: 0
  – Number of vias in the routed layout: about 25000
  – Post-detailed-route count of antenna-violating nets: 0
  – DRT Pass-1 Iters: 7
  – Number of antenna cells inserted: 0
  – Detail-routed via count per cell: between 5 and 6

Yosys
  – Synth Cell Area: approximately 28000 sq um
  – Number of synthesized flops with an enable pin: 0
  – Cell count in the Yosys report: a little under 4000
  – Top cell type by total area after synthesis: sky130_fd_sc_hd__dfxtp_1
  – Number of library cell types mapped by synthesis: 95
  – Mean instance size in the synthesized netlist: 7.193 sq um
  – Share of Yosys cell area claimed by the top area cell type: 31.93%
  – Flip-flop cell with the highest count after synthesis: sky130_fd_sc_hd__dfxtp_1
  – Synth Register Bits: 482
  – Largest cells by area after synthesis: sky130_fd_sc_hd__dfxtp_1 (32%), sky130_fd_sc_hd__nand2_1 (15%), sky130_fd_sc_hd__a21boi_0 (7.6%)
  – Ys Warns: 3
  – Area of the synthesized netlist per yosys stat: roughly 28000 sq um
  – Fraction of registers with async set/reset: 0%
  – Instance count of the mapped netlist: around 3900

CTS
  – Clock slew at reported path FFs: 60 ps
  – CTS tree: built
  – Deepest clock path buffer count: 3
  – Number of resized instances in the post-cts repair step: 0
  – H-Tree Depth: 2
  – Cell at the root of the clock tree: sky130_fd_sc_hd__clkbuf_16
  – Clock Latency Late Sink: 610 ps
  – Setup repair bufs after CTS: 0
  – Number of hold buffers added after CTS: 0
  – CTS buffer count: 48

Die
  – Die X: around 270 um
  – Row Count: ~96
  – Chip footprint: 70330 sq um
  – Die span in y: 265.2 um
  – Placeable core area: a little under 70000 sq um
  – I/O pins: around 44
  – Core utilization at floorplan: roughly two fifths

STA
  – Count of final setup violators: 0
  – Number of register pins that no clock reaches: around 40
  – Max Clk Rate: between 0.1 and 0.15 GHz
  – Hold Fails Final Rpt: 0
  – Pin slew with the least headroom to its limit: between 800 and 900 ps
  – Hold Worst Slack: around 450 ps
  – Final worst path period share: 31.50%
  – Final min period: between 6000 and 7000 ps
  – Worst slew margin relative to its limit: 39.83%
  – Unrepaired setup endpoints after global routing: false
  – Maximum clock skew at final layout: 17.15 ps
  – Number of unconstrained endpoints: about 40
  – Max-slew violations: 0
  – Total negative slack: 0 ps

Cells and area
  – Final core occ: between 40% and 50%
  – Fraction of final layout cells sized beyond drive strength 1: 6.540%
  – Total of fill cells in the finished design: a little under 7000
  – Synthesis-to-layout area growth: 5.270%

Flow run
  – OpenROAD warnings: about 60
  – Max_cap viols: 0

Global route
  – Largest net degree at the start of global routing: roughly 94
  – Combined global-route utilization of all metal layers: 25.37%
  – Wire length of the first global-routing pass: around 140 mm
  – Total gr overflow: 0
  – Initial antenna violation count: 2
  – Number of global-route vias before repair: ~22000

Power
  – Maximum vdd drop: around 0.057 mV
  – Leakage: 9.671 nW
  – Power density relative to cell area: between 60 and 70 nW/um^2

Worst hold path
  – End of the worst hold path: ram[246][6]$_SDFFE_PN0P_
  – Hold Path Cell Cnt: 2
  – Worst min path class: reg2reg
  – Hold path startpoint: ram[246][6]$_SDFFE_PN0P_

Placed design
  – Port bufs: 43
  – Post-DP HPWL: about 56 mm
  – Weighted congestion reported at the end of routability-driven placement: slightly below 1
[sequential cells by signal (all words and copies together) (netlist names), named ones only]
signal / count
reg_idx: 1
ram_in: 16
reg_in: 16
ram: 401
ram_addr: 7
flag_eq: 1
pc: 8
[synthesized netlist by cell type (39+ instances only)]
library cell               instances
sky130_fd_sc_hd__o22ai_1          45
sky130_fd_sc_hd__or2_2            39
sky130_fd_sc_hd__a31oi_1          78
sky130_fd_sc_hd__inv_1            73
sky130_fd_sc_hd__a21boi_0        281
sky130_fd_sc_hd__a21oi_1         104
sky130_fd_sc_hd__nand2_1        1116
sky130_fd_sc_hd__nand3_1         101
sky130_fd_sc_hd__a21boi_1        117
sky130_fd_sc_hd__nor2_1          123
sky130_fd_sc_hd__dfxtp_1         442
sky130_fd_sc_hd__buf_2           153
sky130_fd_sc_hd__mux2i_1          71
sky130_fd_sc_hd__nand2b_1         43
sky130_fd_sc_hd__a211oi_1         67
sky130_fd_sc_hd__buf_1            45
sky130_fd_sc_hd__o21ai_0          97
sky130_fd_sc_hd__ha_1             52
sky130_fd_sc_hd__nor2b_1          85
sky130_fd_sc_hd__clkbuf_1        277
[cell type report]
cell class	instances	area (sq um)	area share [%]
Clock buffer	73	1385	4.749
Clock inverter	14	172.7	0.5920
Inverter	75	286.5	0.9823
Multi-Input combinational cell	2782	15800	54.17
Sequential cell	482	9449	32.40
Tap cell	931	1165	3.994
Timing Repair Buffer	106	908.4	3.114
[cell usage in the layout, fill, tap and decap left out, types with 29 or more instances in the layout]
master	n
sky130_fd_sc_hd__nor2b_1	85
sky130_fd_sc_hd__or2_2	39
sky130_fd_sc_hd__clkbuf_16	48
sky130_fd_sc_hd__nand2b_1	43
sky130_fd_sc_hd__nor3_1	30
sky130_fd_sc_hd__nand3_1	101
sky130_fd_sc_hd__a21oi_1	103
sky130_fd_sc_hd__inv_1	72
sky130_fd_sc_hd__nand2_1	1116
sky130_fd_sc_hd__a21boi_0	281
sky130_fd_sc_hd__o21ai_0	97
sky130_fd_sc_hd__a211oi_1	67
sky130_fd_sc_hd__a31oi_1	76
sky130_fd_sc_hd__a21boi_1	117
sky130_fd_sc_hd__clkdlybuf4s50_1	42
sky130_fd_sc_hd__ha_1	52
sky130_fd_sc_hd__buf_4	63
sky130_fd_sc_hd__nor2_1	123
sky130_fd_sc_hd__mux2i_1	70
sky130_fd_sc_hd__o22ai_1	45
sky130_fd_sc_hd__dfxtp_1	442
sky130_fd_sc_hd__o221ai_1	29
[logic make-up after synthesis]
group / synth area share [%]
AND/OR/NAND/NOR: 26.34
AND-OR/OR-AND: 24.74
buffers and inverters: 9.086
flip-flops: 31.93
multiplexers: 2.606
adder cells (fa/ha/maj): 2.493
latches: 2.168
XOR/XNOR: 0.6322
[per-stage QoR]
stage               setup WS [ps]  std cells  power [mW]  cell area [sq um]
detailed placement          14610       4376       1.073              27610
CTS                         14960       4463       1.885              29170
floorplan                   16040       3852      0.9932              27710
global route                14890       4463       1.938              29170
global placement            14630       4376       1.074              27610
finish                      15000       4463       1.875              29170
[report_power, final]
part | total (mW) | switching [mW] | internal [mW] | leakage [nW]
registers | 0.810 | 0.00138 | 0.808 | 3.87
logic | 0.251 | 0.172 | 0.0789 | 5.05
clock network | 0.814 | 0.351 | 0.463 | 0.757
total | 1.87 | 0.525 | 1.35 | 9.67
[layer usage]
layer	part of all wire [%]	routed length (um)	GRT usage [%]
met4	3.1	2705	6.718
met2	43	37590	36.78
met5	0	0	0
met3	8.6	7524	6.017
met1	46	39960	38.47
[how the worst max path moves through the flow]
stage | startpoint | to | cells past startpoint | slack, ps
CTS | ram[245][15]$_SDFFE_PN0P_ | o_seg7_5[5] | 4 | 14960
global route | ram[245][15]$_SDFFE_PN0P_ | o_seg7_5[6] | 4 | 14890
finish | ram[245][15]$_SDFFE_PN0P_ | o_seg7_5[6] | 4 | 15000
[worst max-delay path: cells and delay by family (launching register included)]
family | cells | cell delay [ps]
compound gates | 1 | 220
buf+inv | 1 | 470
flops | 1 | 330
simple gates | 2 | 900
Power and IR drop assume default switching activity.
